File: ./design.v
`timescale 1ns/10ps
module decoder2_4 (in, out, en);
	input logic [1:0] in;
	input logic en;
	output logic [3:0] out;
	logic [1:0] not_in;
	not #0.05 n0 (not_in[0], in[0]);
	not #0.05 n1 (not_in[1], in[1]);
	and #0.05 a0 (out[0], not_in[0], not_in[1], en);
	and #0.05 a1 (out[1], in[0], not_in[1], en);
	and #0.05 a2 (out[2], not_in[0], in[1], en);
	and #0.05 a3 (out[3], in[0], in[1], en);
endmodule
module decoder2_4_testbench ();
	logic [1:0] in, not_in;
	logic en;
	logic [3:0] out;
	decoder2_4 dut (.in, .out, .en);
	integer i;
	initial begin
		for(i = 0; i < 8; i++) begin
			{en, in} = i; #10;
		end
	end
endmodule
`timescale 1ns/10ps
module decoder3_8 (in, out, en);
	input logic [2:0] in;
	input logic en;
	output logic [7:0] out;
	logic [2:0] not_in;
	not #0.05 n0 (not_in[0], in[0]);
	not #0.05 n1 (not_in[1], in[1]);
	not #0.05 n2 (not_in[2], in[2]);
	and #0.05 a0 (out[0], not_in[0], not_in[1], not_in[2], en);
	and #0.05 a1 (out[1], in[0], not_in[1], not_in[2], en);
	and #0.05 a2 (out[2], not_in[0], in[1], not_in[2], en);
	and #0.05 a3 (out[3], in[0], in[1], not_in[2], en);
	and #0.05 a4 (out[4], not_in[0], not_in[1], in[2], en);
	and #0.05 a5 (out[5], in[0], not_in[1], in[2], en);
	and #0.05 a6 (out[6], not_in[0], in[1], in[2], en);
	and #0.05 a7 (out[7], in[0], in[1], in[2], en);	
endmodule
module decoder3_8_testbench ();
	logic [2:0] in, not_in;
	logic en;
	logic [7:0] out;
	decoder3_8 dut (.in, .out, .en);
	integer i;
	initial begin
		for(i = 0; i < 16; i++) begin
			{en, in} = i; #10;
		end
	end
endmodule
module decoder5_32 (in, out, en);
	input logic [4:0] in;
	input logic en;
	output logic [31:0] out;
	logic [3:0] tempOut;
	decoder2_4 d1 (.in(in[4:3]), .out(tempOut), .en);
	decoder3_8 d2 (.in(in[2:0]), .out(out[7:0]), .en(tempOut[0]));
	decoder3_8 d3 (.in(in[2:0]), .out(out[15:8]), .en(tempOut[1]));
	decoder3_8 d4 (.in(in[2:0]), .out(out[23:16]), .en(tempOut[2]));
	decoder3_8 d5 (.in(in[2:0]), .out(out[31:24]), .en(tempOut[3]));
endmodule
module decoder5_32_testbench ();
	logic [4:0] in, not_in;
	logic en;
	logic [31:0] out;
	decoder5_32 dut (.in, .out, .en);
	integer i;
	initial begin
		for(i = 0; i < 64; i++) begin
			{en, in} = i; #10;
		end
	end
endmodule
File: ./run.sh
#!/bin/bash
# OpenROAD 26Q1-2900-gdf79404cd8, Yosys 0.63+post, stock flow scripts
make -C /OpenROAD-flow-scripts/flow DESIGN_CONFIG=/design/flow/config.mk WORK_HOME=/design/flow/orfs finish
File: ./config.mk
export PLATFORM = sky130hd
export DESIGN_NAME = decoder5_32
export DESIGN_NICKNAME = decoder5_32
export VERILOG_FILES = /design/flow/design.v
export SDC_FILE = /design/flow/constraint.sdc
export NUM_CORES = 4
export LEC_CHECK = 1
export CORE_AREA = 10 10 70 70
export DIE_AREA = 0 0 80 80
File: ./constraint.sdc
current_design decoder5_32

set clk_period 1.1
set clk_io_pct 0.2

create_clock -name clk0 -period $clk_period

set non_clock_inputs [all_inputs -no_clocks]
set_input_delay [expr $clk_period * $clk_io_pct] -clock clk0 $non_clock_inputs
set_output_delay [expr $clk_period * $clk_io_pct] -clock clk0 [all_outputs]
==> results_dict.tcl <==
# flow metrics
set metrics [dict create \
    layout_worst_path_cycle_share_pct 128 \
    type_of_the_worst_setup_path "primary input to output pin" \
    total_wirelength_of_the_detailed_routed_design_um 2120 \
    holdPathEnd "out[22]" \
    pin_count_of_the_biggest_net_entering_global_routing 9 \
    post-layout-total-power_w 0.000234 \
    routed_wire_length_per_instance_um 13.7 \
    crit_required_ns 0.88 \
    unrepaired_setup_endpoints_after_global_routing "yes" \
    fp-row-count 21 \
    sequential_cell_area_um2 0 \
    totalNegativeSetupSlack_ns -3.75 \
    post-route-min-period_ns 1.41 \
    hold_viol_final 0 \
    layout.sequential_cells 0 \
    detail_route.vias_per_cell 3.64 \
    postSynthSeqShare_pct 0 \
    grt_overflow 0 \
    clockBufferCount 0 \
    yosysWarnings 0 \
    synthDistinctLibCells 9 \
    max_slew_margin_pct 83.5 \
    start_point_of_the_worst_min_delay_path "in[1]" \
    combPwrFrac_pct 100.0 \
    grt_pass1_vias 551 \
    synth_cells 47 \
    min-delay-path-class "primary input to output pin" \
    yosys.stat.chipArea_um2 230 \
    dr.first_iter.drc_count 13 \
    post_cts_hold_buffer_count 0 \
    placed_cells_incl_taps 132 \
    timing.final.max_slew_violations 0 \
    timing.max_cap.violations 0 \
    instances_no_fill 154 \
    drt_pre_antenna_iters 2 \
    post-route-worst-setup-slack_ns -0.308 \
    internal-power_w 0.000136 \
    fmax_ghz 0.710 \
    power.share.sequential_pct 0 \
    outcome "complete, but fails checks" \
    power_switching_share_pct 42.1 \
    synth_area_per_cell_um2 4.90 \
    final_design_area_no_fill_um2 960 \
    drcViolationCount 0 \
    floorplan.core_util_pct 6.74 \
    wire_length_of_the_first_global_routing_pass_um 3240 \
    fraction_of_layout_cells_with_a_size_suffix_above_1_pct 88.0 \
    mappedNetlistArea_um2 230 \
    slew_at_the_pin_with_the_worst_max_slew_slack_ns 0.247 \
    flow.area_growth_from_synthesis_pct 317 \
    pwr_density_cell_nw_per_um2 244 \
    worst-endpoint-arrival_ns 1.19 \
    post-route-util_pct 28.1 \
    largest_vdd_supply_drop_uv 47.0 \
    critPathMaxFanout 2 \
    netSwitchingPower_w 0.0000988 \
    failed_checks "setup timing" \
    worstHoldPathCells 4 \
    setup_viol_count_final 31 \
    dpl-instance-area_um2 687 \
    worst_setup_path_end_kind "output pin" \
    buffer_ports.inserted 38 \
    pwr-share-clk_pct 0 \
    grt_antenna_before_repair 0 \
    stage_log_warnings 34 \
    coreArea_um2 3420 \
    synth-cells-yosys 47 \
    number_of_vias_in_the_routed_layout 561 \
    die_h_um 80 \
    antenna_violating_nets_remaining 0 \
    finalWeightedCongestion 0.746 \
    chipArea_um2 6400 \
    ioPinCount 38 \
    hpwlAfterDp_um 1360 \
    antenna_cells_inserted 0 \
    timing.critical_path.from_type "primary input" \
    reported_leakage_power_nw 0.452 \
    die_w_um 80 \
    global_route.usage.total_pct 6.24 \
]
[per-layer routing]
| layer | routed length (um) | global-route usage (%) | vias up |
|---|---|---|---|
| met2 | 1040 | 10.6 | 18 |
| met5 | 0 | 0 | - |
| li1 | - | - | 278 |
| met1 | 920 | 7.92 | 265 |
| met3 | 156 | 2.05 | 0 |
| met4 | 0 | 0 | 0 |
[worst max-delay path by stage]
| stage | start | slack [ns] | to |
|---|---|---|---|
| after CTS | in[3] | -0.28 | out[1] |
| after global routing | in[2] | -0.33 | out[1] |
| final | in[2] | -0.31 | out[1] |
[power by group through the flow]
stage | Combinational (W) | Sequential (W) | Clock (W)
after CTS | 0.000212 | 0 | 0
after global routing | 0.000252 | 0 | 0
final | 0.000234 | 0 | 0
[through the flow]
stage	hold WS [ns]	worst slack, ns
after floorplan	0.565	0.00651
after global placement	1.51	-0.934
after detailed placement	1.52	-0.961
after CTS	0.828	-0.283
after global routing	0.880	-0.334
final	0.855	-0.308
[cells in the final DEF, fill, tap and decap left out]
cell type / synthesis / final
sky130_fd_sc_hd__buf_12: 0 / 2
sky130_fd_sc_hd__buf_2: 0 / 30
sky130_fd_sc_hd__buf_4: 0 / 7
sky130_fd_sc_hd__buf_6: 0 / 20
sky130_fd_sc_hd__buf_8: 0 / 3
sky130_fd_sc_hd__clkbuf_2: 0 / 2
sky130_fd_sc_hd__nand2_2: 0 / 1
sky130_fd_sc_hd__nand2b_4: 0 / 2
sky130_fd_sc_hd__nand4_1: 1 / 1
sky130_fd_sc_hd__nand4b_1: 3 / 3
sky130_fd_sc_hd__nand4bb_4: 0 / 3
sky130_fd_sc_hd__nor2_1: 32 / 9
sky130_fd_sc_hd__nor2_2: 0 / 17
sky130_fd_sc_hd__nor2_4: 0 / 6
sky130_fd_sc_hd__or2_4: 0 / 1
sky130_fd_sc_hd__or4b_4: 0 / 1
[cells in the mapped netlist]
| library cell | count | share of area, % |
|---|---|---|
| sky130_fd_sc_hd__clkbuf_1 | 3 | 4.9 |
| sky130_fd_sc_hd__nand2_1 | 1 | 1.6 |
| sky130_fd_sc_hd__nand2b_1 | 2 | 5.4 |
| sky130_fd_sc_hd__nand4_1 | 1 | 2.7 |
| sky130_fd_sc_hd__nand4b_1 | 3 | 11 |
| sky130_fd_sc_hd__nand4bb_1 | 3 | 15 |
| sky130_fd_sc_hd__nor2_1 | 32 | 52 |
| sky130_fd_sc_hd__or2_2 | 1 | 2.7 |
| sky130_fd_sc_hd__or4b_1 | 1 | 4.3 |
[cells by family after synthesis]
logic type             Yosys count  synth area share (%)
buffers and inverters            3                  4.89
and+or+nand+nor                 44                  95.1
[worst max-delay path: stages]
cell	delay (ns)
sky130_fd_sc_hd__buf_6	0.10
sky130_fd_sc_hd__or4b_4	0.54
sky130_fd_sc_hd__buf_6	0.14
sky130_fd_sc_hd__nor2_2	0.08
sky130_fd_sc_hd__buf_2	0.11
[area by class of cell]
class | instances | area [um^2]
well taps | 46 | 57.6
multi-input cells | 44 | 379
fillers | 360 | 2460
repair buffers | 64 | 523
[repair_timing]
| action | CTS | global route |
|---|---|---|
| pin swaps | 39 | 25 |
| gates resized | 165 | 24 |
| setup buffers | 19 | 4 |
| cloned | 0 | 0 |
| setup endpoints to repair | 32 | 31 |
Power is estimated from default activity; no workload was simulated.
