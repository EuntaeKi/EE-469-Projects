[flow/design.v]
module mult (
	input logic		[63:0]	A, B,
	input logic					doSigned,				 
	output logic	[63:0]	mult_low, mult_high 
	);
	logic signed	[63:0]	signedA, signedB;
	logic signed	[127:0]	signedResult;
	logic				[127:0]	unsignedResult;
	always_comb begin
		signedA = A;
		signedB = B;
		signedResult = signedA * signedB;
	end
	always_comb
		unsignedResult = A * B;
	always_comb
		if (doSigned)
			{mult_high, mult_low} = signedResult;
		else
			{mult_high, mult_low} = unsignedResult;
endmodule
module shifter(
	input logic		[63:0]	value,
	input logic					direction,  
	input	logic		[5:0]		distance,
	output logic	[63:0]	result
	);
	always_comb begin
		if (direction == 0)
			result = value << distance;
		else
			result = value >> distance;
	end
endmodule
module shifter_testbench();
	logic	[63:0]	value;
	logic				direction;
	logic [5:0]		distance;
	logic [63:0]	result;
	shifter dut (.value, .direction, .distance, .result);
	integer i, dir;
	initial begin
		value = 64'hDEADBEEFDECAFBAD;
		for(dir=0; dir<2; dir++) begin
			direction <= dir[0];
			for(i=0; i<64; i++) begin
				distance <= i; #10;
			end
		end
	end
endmodule
module mult_testbench();
	logic [63:0]	A, B;
	logic				doSigned;
	logic	[63:0]	mult_low, mult_high;
	logic	[127:0]	fullVal;
	mult dut (.A, .B, .doSigned, .mult_low, .mult_high);
	assign fullVal = {mult_high, mult_low};
	integer i;
	initial begin
		for(i=0; i<2; i++) begin
			doSigned <= i[0];
			A <=  0; B <=  0; #10;
			A <=  1; B <=  2; #10;
			A <= -1; B <=  1; #10;
			A <= -1; B <= -1; #10;
			A <= 5<<35; B <= 6<<35; #10;
		end
	end
endmodule
[flow/run.sh]
#!/bin/bash
# OpenROAD 26Q1-2900-gdf79404cd8, Yosys 0.63+post, stock flow scripts
make -C /OpenROAD-flow-scripts/flow DESIGN_CONFIG=/design/flow/config.mk WORK_HOME=/design/flow/orfs finish
[flow/config.mk]
export PLATFORM = sky130hd
export DESIGN_NAME = shifter
export DESIGN_NICKNAME = shifter
export VERILOG_FILES = /design/flow/design.v
export SDC_FILE = /design/flow/constraint.sdc
export NUM_CORES = 4
export LEC_CHECK = 1
export CORE_UTILIZATION = 30
[flow/constraint.sdc]
current_design shifter

set clk_period 10.5
set clk_io_pct 0.2

create_clock -name clk0 -period $clk_period

set non_clock_inputs [all_inputs -no_clocks]
set_input_delay [expr $clk_period * $clk_io_pct] -clock clk0 $non_clock_inputs
set_output_delay [expr $clk_period * $clk_io_pct] -clock clk0 [all_outputs]
==> run summary <==
Summary of implementation figures.

Finish
The share of the core filled with cells is 0.362. The synthesis-to-finish area growth is 18.2%. The design has 0 sequential cells. The layout report lists the combined flip-flop and latch area as 0 um^2. The final report lists a non-filler cell total of roughly 1400.

The count of clock buffers in the final design is 0. With fillers left out, the area of the finished cells amounts to 10100 um^2. Of the cells placed in the final design, the portion with a size suffix greater than 1 is 0.226.

Placement
The post-detailed-placement cell area is around 10000 um^2. Logged for this run, the post-placement worst setup slack is 2.66 ns. The count of port buffers added during placement is roughly 140. The congestion estimate from routability-driven global placement came to 1.07. After detailed placement, the design holds a cell count of 1418. The post-DP HPWL is 36800 um.

Global route
The number of global-route vias before repair is ~9600. The total track usage is 0.343. The number of antenna violations at the first check in global routing is 2. The first-pass GRT wire length is 69300 um. The final global-route overflow total is 0. Entering global routing, the biggest net connects 95 pins.

Route
The routed via count is 9954. The count of unresolved DRC violations after routing is 0. Per the log, the first TritonRoute iteration ended with a DRC count of approximately 1300. The total routed wirelength is between 40000 and 50000 um.

For this sky-water flow run, the detailed-routed wirelength per cell is reported as approximately 34 um. The via density per instance is 7.01. The first TritonRoute pass finished after 5 iterations. The remaining number of nets flagged by the antenna check after routing is 0.

Power
Dividing total power by cell area gives a power density of 63.6 nW/um^2. Looking at the VDD voltage map, the peak drop is 56.1 uV. The leakage power summed over all cells is 3.40 nW. The final total power is ~0.64 mW.

Floorplan
For this design the top-level I/O count stands at ~140. After floorplanning, the core was sized to cover 27900 um^2. The starting density of the core is 0.306.

The die outline width is 171 um. For reference, the placement row count at floorplan is a little over 60. The die boundary height is ~170 um. The overall die size recorded for this design is roughly 29000 um^2.

Yosys
The synthesized area per cell is 8.73 um^2. The number of standard cells reported by yosys is between 900 and 1000. Summing every instance area after synthesis gives 8530 um^2. The most frequently used cell type in the post-synthesis netlist is sky130_fd_sc_hd__mux4_2. The share of the Yosys chip area taken by registers is 0. The gate-level netlist out of Yosys references 62 unique cell types. The synthesis warning total is 1. The instance count of the mapped netlist is 977. The share of the synthesized area in the top cell type is 0.335. Yosys reports that the most numerous cell types are sky130_fd_sc_hd__mux4_2, sky130_fd_sc_hd__mux2i_1, sky130_fd_sc_hd__nor2_1. By area the synthesized netlist is led by sky130_fd_sc_hd__mux4_2, sky130_fd_sc_hd__mux2i_1, sky130_fd_sc_hd__mux2_2, sky130_fd_sc_hd__nor2_1, sky130_fd_sc_hd__o22ai_1.

The total cell area reported by yosys after synthesis is 8530 um^2. Looking at area per cell type in the netlist, the leader is sky130_fd_sc_hd__mux4_2.

Final timing
The minimum clock period is 7.86 ns. Max-slew check failures listed in the final report amount to 0. The final sum of negative setup slack is 0 ns.

For the pin with the worst max-slew slack, the measured transition is 1.02 ns. For this run, the top clock speed supported by timing is 127 MHz. The period utilization is 0.748.

The smallest hold slack is 5.23 ns. Setup slack closes at 2.64 ns. Checking max transition, the worst relative margin is 0.300. Setup repair after global routing left no endpoint under its margin. The final timing report lists a hold violation count of 0. The count of endpoints failing setup in the final report is 0.

Job
The count of maximum capacitance violations is 0. Warnings raised by the tools during the run amount to 32.

Status
The run finished with clean final reports.

Worst setup path
The data required time at the worst endpoint is 8.40 ns. The slowest cell on the critical path is sky130_fd_sc_hd__mux2i_1. The kind of capture point of the worst setup path is a primary output. For reference, the most critical setup path is categorized as in2out. At the worst endpoint, the arrival time is 5.76 ns. Max fanout on the critical path was recorded as ~94. The longest incremental delay of any stage on the critical path is reported as 0.69 ns. The signal on the critical path passes through clkbuf_8 > buf_12 > mux4_2 > mux2i_1 > o22ai_1 > a221oi_1 > o211ai_1 > clkdlybuf4s50_1. STA classifies the critical path startpoint as an input port.

Clocking
The number of buffers inserted by post-CTS setup repair is 0. The quantity of gates resized following cts is 0. The post-CTS hold buffer count recorded in the log is 0.

Min path
The type of the tightest min-delay check is in2out.
-- cell families after synthesis --
family,after synthesis,share of synthesized area
AND-OR/OR-AND,299,0.240
multiplexers,309,0.557
AND/OR/NAND/NOR,257,0.137
buffers and inverters,112,0.0663
-- critical path, delay by kind of cell --
family | cells | cell delay (ns)
AOI/OAI and AO/OA | 3 | 0.71
buffers and inverters | 3 | 1.60
muxes | 2 | 1.32
-- area by class of cell --
cell class                      count  area (um^2)
Antenna cell                        1         2.50
Fill cell                        2852        17800
Inverter                            5         20.0
Multi-Input combinational cell    865         7970
Tap cell                          378          473
Timing Repair Buffer              170         1620
-- where the power goes --
part / switching (mW) / internal (mW)
Sequential: 0 / 0
Combinational: 0.369 / 0.273
Clock: 0 / 0.00000000613
-- cell usage in the layout (no fill, tap or decap), types with 4 or more instances in the layout --
| cell | n |
|---|---|
| sky130_fd_sc_hd__nand3_1 | 10 |
| sky130_fd_sc_hd__or3_1 | 5 |
| sky130_fd_sc_hd__nand4_1 | 4 |
| sky130_fd_sc_hd__a31oi_1 | 6 |
| sky130_fd_sc_hd__o211ai_1 | 28 |
| sky130_fd_sc_hd__a2bb2oi_1 | 4 |
| sky130_fd_sc_hd__buf_4 | 35 |
| sky130_fd_sc_hd__o2111ai_1 | 7 |
| sky130_fd_sc_hd__nand3b_1 | 4 |
| sky130_fd_sc_hd__nand2_1 | 51 |
| sky130_fd_sc_hd__o221ai_1 | 21 |
| sky130_fd_sc_hd__nand2b_1 | 15 |
| sky130_fd_sc_hd__o22a_1 | 6 |
| sky130_fd_sc_hd__a211oi_1 | 15 |
| sky130_fd_sc_hd__o21ai_0 | 46 |
| sky130_fd_sc_hd__a21oi_1 | 41 |
| sky130_fd_sc_hd__o32ai_1 | 5 |
| sky130_fd_sc_hd__mux2i_1 | 124 |
| sky130_fd_sc_hd__a221oi_1 | 7 |
| sky130_fd_sc_hd__o22ai_1 | 67 |
| sky130_fd_sc_hd__clkdlybuf4s50_1 | 131 |
| sky130_fd_sc_hd__nor3_1 | 15 |
| sky130_fd_sc_hd__nor2_1 | 122 |
| sky130_fd_sc_hd__and2_1 | 5 |
| sky130_fd_sc_hd__nor2b_1 | 9 |
| sky130_fd_sc_hd__o2bb2ai_1 | 6 |
| sky130_fd_sc_hd__a22oi_1 | 13 |
| sky130_fd_sc_hd__mux2_2 | 58 |
| sky130_fd_sc_hd__mux4_2 | 127 |
-- layer usage --
layer	vias to the layer above	track usage	share of wire	routed length, um
li1	4162	-	-	-
met1	4959	0.479	0.41	19600
met2	710	0.486	0.42	20300
met3	123	0.132	0.13	6200
met4	0	0.128	0.046	2210
met5	-	0	0	0
-- path summary, 6_finish.rpt --
path,startpoint,end,depth (start not counted)
worst max-delay path,distance[0],result[11],8
worst min-delay path,distance[3],result[44],4
Power and IR drop assume default switching activity.
