==> /design/flow/design.v <==
`timescale 1ns/10ps
module nor_64 (in, out);
	input logic [63:0] in;
	output logic out;
	logic [15:0] signal_nor;
	logic [3:0]  signal_and;
	genvar i;
	generate
		for (i = 0; i < 16; i++) begin : gen_nor_results
			nor #0.05 norResults (signal_nor[i], in[4*i], in[4*i+1], in[4*i+2], in[4*i+3]);
		end
	endgenerate
	generate
		for (i = 0; i < 4; i++) begin : gen_and_results
			and #0.05 andResults (signal_and[i], signal_nor[4*i], signal_nor[4*i+1], signal_nor[4*i+2], signal_nor[4*i+3]);
		end
	endgenerate
	and #0.05 theZeroAnd (out, signal_and[0], signal_and[1], signal_and[2], signal_and[3]);
endmodule 
==> /design/flow/run.sh <==
#!/bin/bash
# OpenROAD 26Q1-2900-gdf79404cd8, Yosys 0.63+post, stock flow scripts
make -C /OpenROAD-flow-scripts/flow DESIGN_CONFIG=/design/flow/config.mk WORK_HOME=/design/flow/orfs finish
==> /design/flow/config.mk <==
export PLATFORM = sky130hd
export DESIGN_NAME = nor_64
export DESIGN_NICKNAME = nor_64
export VERILOG_FILES = /design/flow/design.v
export SDC_FILE = /design/flow/constraint.sdc
export NUM_CORES = 4
export LEC_CHECK = 1
export CORE_AREA = 10 10 70 70
export DIE_AREA = 0 0 80 80
==> /design/flow/constraint.sdc <==
current_design nor_64

set clk_period 2.2
set clk_io_pct 0.2

create_clock -name clk0 -period $clk_period

set non_clock_inputs [all_inputs -no_clocks]
set_input_delay [expr $clk_period * $clk_io_pct] -clock clk0 $non_clock_inputs
set_output_delay [expr $clk_period * $clk_io_pct] -clock clk0 [all_outputs]
==> flow_metrics.py <==
# Generated from Yosys and OpenROAD reports
metrics = {
    "global_route": {
        "grt_usage_pct": 5.218,
        "antenna_found_initial": 0,
        "grt_max_degree": 2,
        "grt_first_pass_wirelength_um": 2704,
        "gr-total-overflow": 0,
        "grt_pass1_vias": 565,
    },
    "sta": {
        "relSlewSlack_pct": 81.98,
        "finalCriticalPeriod_ns": 2.146,
        "worst_slew_pin_slew_ns": 0.2679,
        "final_max_slew_viol_count": 0,
        "hold_violations": 0,
        "setup_viol_count_final": 0,
        "period_used_pct": 97.54,
        "setup_ws_ns": 0.05414,
        "max_freq_mhz": 466.0,
        "holdWs_ns": 1.287,
    },
    "power": {
        "power_density_nw_per_um2": 133.3,
        "ir_drop_mv": 0.03852,
        "p_leak_nw": 0.3909,
    },
    "finish": {
        "lay_top_cells": "clkdlybuf4s50_1 (49), dlymetal6s2s_1 (13), nor4_2 (12), nor4_1 (5), nand4_1 (4)",
        "synthToLayoutAreaGrowth_pct": 553.0,
        "ff_count": 0,
        "final_common_cell": "clkdlybuf4s50_1",
        "fillers": 372,
        "seqCellArea_um2": 0,
        "n_clock_buffer": 0,
        "final_core_util_pct": 27.51,
        "drive_gt1_share_pct": 15.12,
    },
    "run": {
        "warnings": 32,
        "cap_viol_max_count": 0,
    },
    "die": {
        "dieWidth_um": 80,
        "core_um2": 3416,
        "die_area_um2": 6400,
        "fp.dieH_um": 80,
        "ios": 65,
        "fp-utilization_pct": 4.212,
        "rows": 21,
    },
    "synth": {
        "yosysWarningCount": 0,
        "postSynthSeqShare_pct": 0,
        "synthCells": 21,
        "netlist_area_um2": 143.9,
        "ys_area_um2": 143.9,
        "synth_cell_types": 3,
        "avgSynthCellArea_um2": 6.852,
        "yosys_cells": 21,
    },
    "worst_setup_path": {
        "crit_slowest_cell": "clkdlybuf4s50_1",
        "cp_cell_sequence": "clkdlybuf4s50_1, nor4_2, nand4_1, nor4_2, buf_2",
        "cp_max_fo": 1,
        "startpoint_type": "primary input",
        "worstSetupPathType": "primary input to output pin",
        "cp-end-kind": "output pin",
        "crit_arrival_ns": 1.71,
        "slowest_delay_ns": 0.42,
        "cpMostUsedCell": "nor4_2",
        "cp.required_ns": 1.76,
    },
    "routing": {
        "dr.pass1.iters": 4,
        "drt_iter0_markers": 16,
        "ant_nets": 0,
        "vias": 473,
        "avgViaCountPerCell": 3.583,
        "antenna_cells": 0,
        "drc": 0,
        "wl_per_cell_um": 13.81,
        "routed_wl_um": 1823,
    },
    "hold_path": {
        "hp-class": "primary input to output pin",
        "min-delay-start": "in[27]",
        "hold_depth": 5,
        "hold_end": "out",
    },
    "status": {
        "status": "finished clean",
    },
    "placed_design": {
        "place_ws_ns": -0.4431,
        "io_buffers": 65,
        "globalplace.congestion": 0.8376,
    },
    "clock_tree": {
        "cts_setup_buffers": 0,
    },
}
## cells in the mapped netlist
master / instances / area share [%]
nor4_1: 15 / 65
nand4_1: 4 / 17
nor4_2: 2 / 17
## report_power, final
group / leakage (nW) / switching (W) / internal (W) / total (W)
registers: 0 / 0 / 0 / 0
logic: 0.391 / 0.0000256 / 0.0000997 / 0.000125
clock network: 0 / 0 / 0 / 0
## per-layer routing
layer  wire (um)  vias to the layer above  track usage (%)
met5           0                        -                0
met4           0                        0                0
met3         220                        0            2.273
met2         818                       39            8.266
met1         785                      199            6.790
li1            -                      235                -
## area by class of cell
type               instances  area [um^2]  area share [%]
well taps                 46        57.56           6.125
multi-input cells         21        206.4           21.97
repair buffers            65        675.6           71.90
## cells by family (layout without fill, tap and decap cells)
family / after synthesis / count (layout) / synth area share, %
buffers and inverters: 0 / 65 / 0
AND/OR/NAND/NOR: 21 / 21 / 99.99
## what timing repair did
item,4_1_cts,5_1_grt
hold endpoints to repair,0,0
resized,8,20
pin swaps,5,11
setup endpoints to repair,1,1
hold buffers,0,0
## how the worst max path moves through the flow
stage     slack (ns)    from  depth (start not counted)  end
5_1_grt        -0.01  in[30]                          5  out
4_1_cts        0.004  in[16]                          5  out
6_report        0.05   in[8]                          5  out
## critical path, delay by kind of cell
kind / cells / cell delay, ns
buffers and inverters: 2 / 0.56
and+or+nand+nor: 3 / 0.70
## stage by stage
stage / instance area, um^2 / instances / setup TNS (ns) / total power (W)
after floorplan: 143.9 / 21 / 0 / 0.000005559
after global placement: 852.1 / 132 / -0.4224 / 0.0001195
after detailed placement: 852.1 / 132 / -0.4431 / 0.0001214
after CTS: 863.3 / 132 / 0 / 0.0001235
after global routing: 939.7 / 132 / -0.01291 / 0.0001328
final: 939.7 / 132 / 0 / 0.0001253
No activity file was given, so power comes from the tool's default toggle rates.
